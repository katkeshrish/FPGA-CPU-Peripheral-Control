==> design.v <==
module Led_Peripheral(
    output reg[15:0]led,
    input [7:0]data_address,
    input [7:0]write_data,
    input wr_en,
    input clk,rst    
);
reg[7:0]data_reg1;
reg[7:0]data_reg2;
reg[7:0]data_add;  
reg[7:0]write_data_reg;
parameter led_control=8'b00000001;
parameter led_data_01=8'b00000010;
parameter led_data_02=8'b00000011;
always@(posedge clk or posedge rst)begin
  if(rst)begin
    led<=16'h0;
    data_reg1<=0;
    data_reg2<=0;
  end else begin
    data_add<=data_address;
    write_data_reg<=write_data;
    if(data_add == led_control) begin
        if(write_data_reg[0]==0)begin
            led<=16'h0;
        end else begin
        led<={data_reg1,data_reg2};
        end
    end 
    else if(data_add == led_data_01)begin
        if(wr_en)begin
            data_reg1<=write_data_reg;
        end
    end
    else if(data_add == led_data_02)begin
        if(wr_en)begin
            data_reg2<=write_data_reg;
        end 
    end else begin
        led<=16'h0;
    end
  end
end
endmodule
module  Rom_for_ledPerpheral(
    output reg wr_en,
    output reg[7:0]data_address,
    output reg[7:0]write_data,
    input clk,rst
);
reg [7:0]rom[0:10];
reg [7:0]wr_ptr;
reg [7:0]pc;
wire [15:0]led;
Led_Peripheral l1(led,data_address,write_data,wr_en,clk,rst);
initial begin
rom[0]=8'h11;   
rom[1]=8'h12;   
rom[2]=8'h5;   
rom[3]=8'h13;   
rom[4]=8'h5;   
rom[5]=8'h14;   
rom[6]=8'h3;   
rom[7]=8'h11;  
rom[8]=8'h12;  
end
reg [1:0]state;
always@(posedge clk or posedge rst)begin 
    if(rst)begin
        state<=0;
        wr_ptr<=0;
        data_address<=0;
        write_data<=0;
        wr_en<=0;
    end else begin
        case(state)
            2'b00:
            begin
                pc<=rom[wr_ptr];    
                state<=2'b01;
            end
            2'b01:
            begin
                case(pc)
                    8'h11: begin state<=10; wr_ptr<=wr_ptr+1; end
                    8'h12: begin state<=10; wr_ptr<=wr_ptr+1; end
                    8'h13: begin state<=10; wr_ptr<=wr_ptr+1; end
                    8'h14: begin state<=10; wr_ptr<=wr_ptr+1; end
                    default: begin state<=0; wr_ptr<=wr_ptr+1; end
                endcase
            end
            2'b10:
            begin
                case(pc)
                    8'h11:
                    begin
                        state<=0;  
                    end
                    8'h12:
                    begin
                        data_address<=8'h1;
                        pc<=rom[wr_ptr];   
                        state<=11;
                    end
                    8'h13:
                    begin
                        data_address<=8'h2;
                        pc<=rom[wr_ptr];    
                        state<=11;
                    end
                    8'h14:
                    begin
                        data_address<=8'h3;
                        pc<=rom[wr_ptr];    
                        state<=11;
                    end
                endcase
            end  
                2'b11: 
                begin
                    wr_en<=1;
                    write_data<=pc;  
                    state<=0;
                end
        endcase
    end
end
endmodule
==> run.sh <==
#!/bin/bash
# OpenROAD 26Q1-2900-gdf79404cd8, Yosys 0.63+post, stock flow scripts
make -C /OpenROAD-flow-scripts/flow DESIGN_CONFIG=/design/flow/config.mk WORK_HOME=/design/flow/orfs finish
==> config.mk <==
export PLATFORM = sky130hd
export DESIGN_NAME = Rom_for_ledPerpheral
export DESIGN_NICKNAME = Rom_for_ledPerpheral
export VERILOG_FILES = /design/flow/design.v
export SDC_FILE = /design/flow/constraint.sdc
export NUM_CORES = 4
export LEC_CHECK = 1
export CORE_AREA = 10 10 89 89
export DIE_AREA = 0 0 99 99
==> constraint.sdc <==
current_design Rom_for_ledPerpheral

set clk_period 3.4
set clk_io_pct 0.2

create_clock -name clk0 -period $clk_period [get_ports {clk}]

set non_clock_inputs [all_inputs -no_clocks]
set_input_delay [expr $clk_period * $clk_io_pct] -clock clk0 $non_clock_inputs
set_output_delay [expr $clk_period * $clk_io_pct] -clock clk0 [all_outputs]
==> results.cfg <==
; synthesis and place-and-route metrics
[run_status]
outcome = completed

[grt]
antenna_found_initial = 0
grt_max_degree = 16
grt_pass1_vias = 545
grt_overflow = 0
grt_pass1_wl_um = 2460
grt_usage = 0.0299

[timing]
max_freq_ghz = 0.570
setup_ws_ps = 1640
rsz0062_at_grt = no
tns_ps = 0
hold_viol = 0
slew_viol_final = 0
slew_headroom = 0.618
worst_pin_slew_ps = 572
setup_viol = 0
finalClockPeriodUsage = 0.516
whs_ps = 404
finClkSkew_ps = 1.56
period_needed_ps = 1760

[floorplanning]
die_h_um = 99
die_area_um2 = 9800
die_w_um = 99
core_um2 = 5990
core_util_floorplan = 0.156
ios = 19
rows = 28

[clock_tree]
root_buffer = clkbuf_8
htreeDepth = 1
cts.sinks = 19
numCtsBuffers = 3
cts_hold_buffers = 0
cts_tree = yes
clk_pin_slew_worst_paths_ps = 70
cts_resized = 0
cts_setup_buffers = 0
clk_latency_ps = 250
clk_path_buf_depth = 2

[layout]
area_delta_synth_final_pct = 18.2
drive_gt1_frac = 0.172
logic_area_um2 = 372
seq_area_um2 = 497
fin_util = 0.185
fillCellCount = 646

[synthesis]
synth_area_um2 = 936
top_cell = dfrtp_1
top_area_frac = 0.374
ys_sh_mux = 0.0869
yosys_most_used_dff = dfrtp_1
ys_area_um2 = 936
synthXorXnorAreaFrac = 0.0374
yosysWarnings = 2
async_reset_ff_frac = 0.789
logic_family = buffers and inverters
topCellsByArea = dfrtp_1 (37%), edfxtp_1 (13%), buf_4 (8.0%)
simple_gate_area_frac = 0.0936
seq_area_frac_synth = 0.531
synth-edff-count = 4
ys_cells = 78
yosys.area.top_type = dfrtp_1
compound_area_frac = 0.0856
top_cells_by_count = dfrtp_1 (14), buf_4 (10), inv_1 (5), mux2_2 (5)
synthDistinctLibCells = 29
ys_ff = 19
avgSynthCellArea_um2 = 12.0
synthCells = 78
ys_sh_adder = 0.0535

[worst_setup_path]
slowest_delay_ps = 480
path_buffers = 1
cp_slowest_cell = clkdlybuf4s50_1
startpoint_type = flip-flop
cp_cell_sequence = clkdlybuf4s50_1
path_delay_family = buffers and inverters
r2r_cells = 3
endpoint_kind = primary output
path_class = reg -> out
reg2reg_from = pc[0]
required_ps = 2720
r2r_end = pc[1]
path_max_fanout = 2
worstPathArrival_ps = 1080
crit_path_start = write_data[2]
r2r_slack_ps = 1860

[detailed_routing]
drt-initial-drc-count = 13
vias = 516
avgRoutedWirePerCell_um = 9.20
vias_per_cell = 3.19
diodes = 0
drc = 0
drtPass1Iterations = 4
ant_nets = 0
finalWirelength_um = 1490

[place]
dp_slack_ps = 1640
gp_congestion = 0.753
dpl.hpwl_um = 1200
io_buffers = 8

[worst_hold_path]
hold_start = state[0]
whs_endpoint = state[2]
worstHoldPathCells = 0
hold_class = reg -> reg

[flow_run]
warnings = 28
maxCapViolCount = 0

[pwr]
powerDensity_nw_per_um2 = 350
p_leak_uw = 0.000488
vdd_drop_max_v = 0.000212
[layout by cell type (no fill, tap or decap), types with 2 or more instances in the layout]
cell type         n
dfrtp_1          14
conb_1           10
clkdlybuf4s50_1   8
mux2_2            5
inv_1             5
nand2_1           4
ha_1              4
edfxtp_1          4
nor2_1            3
a21oi_1           3
xnor2_1           3
o21ai_0           3
clkbuf_8          3
nand2b_1          2
[how the worst max path moves through the flow]
stage,endpoint,slack (ps),cells after the start
final,write_data[2],1640,1
after global routing,write_data[2],1580,1
after CTS,write_data[0],1620,1
[kinds of logic (layout without fill, tap and decap cells)]
kind of cell	Yosys count	after routing
flops	19	19
simple gates	14	14
other cells	1	10
fa+ha+maj	4	4
mux	7	7
xor+xnor	4	4
compound gates	12	12
buf+inv	17	17
[power breakdown]
group	switching [uW]	leakage [uW]	internal, uW
clock	66.5	0.0000228	83.0
combinational	4.24	0.000223	1.09
sequential	0	0.000242	232
[through the flow]
stage                     power [uW]  instances  area, um2
after floorplan                  247         87        970
after global placement           242        158       1060
after detailed placement         242        158       1060
after CTS                        395        162       1110
after global routing             405        162       1110
final                            387        162       1110
[layer usage]
metal  GRT usage  routed length [um]  vias up
met5           0                   0        -
met1      0.0418                 759      247
met2      0.0451                 667       12
met4     0.00221                   0        0
met3      0.0106                  63        0
li1            -                   -      257
[final cells by class]
| class | count | area share |
|---|---|---|
| inverter | 5 | 0.0170 |
| timing repair buffer | 8 | 0.0724 |
| clock buffer | 4 | 0.0407 |
| multi-input combinational | 51 | 0.336 |
| sequential | 19 | 0.449 |
| tap | 75 | 0.0848 |
Power is estimated from default activity; no workload was simulated.
